$ cat flow/design.v
module sm_ahb_master
(
    input             clk,
    input             rst_n,
    input      [31:0] a,         
    input             we,        
    input      [31:0] wd,        
    input             valid,     
    output            ready,     
    output     [31:0] rd,        
    output            HCLK,
    output            HRESETn,
    output            HWRITE,
    output     [ 1:0] HTRANS,
    output     [31:0] HADDR,
    input      [31:0] HRDATA,
    output     [31:0] HWDATA,
    input             HREADY,
    input             HRESP          
);
    assign HCLK     = clk;
    assign HRESETn  = rst_n;
    assign HWRITE   = we;
    assign HTRANS   = valid ? 2'b10 : 2'b00;  
    assign HADDR    = a;
    wire ahbReady = HREADY & ~HRESP;  
    wire memStart =  valid;
    wire memEnd   = ~valid & ahbReady;
    wire memWait;
    wire memWait_next = memStart ? 1 :
                        memEnd   ? 0 : memWait;
    sm_register_c r_memWait(clk, rst_n, memWait_next, memWait);
    assign ready    = memWait ? ahbReady : 1'b1; 
    assign rd       = HRDATA;
    sm_register_we #(32) r_hwdata (clk, rst_n, valid, wd, HWDATA);
endmodule
module sm_matrix
#(
    parameter SIZE = 64  
)
(
    input             clk,
    input             rst_n,
    input      [31:0] a,         
    input             we,        
    input      [31:0] wd,        
    input             valid,     
    output            ready,     
    output     [31:0] rd,        
    output            HCLK,
    output            HRESETn,
    output            HWRITE,
    output     [ 1:0] HTRANS,
    output     [31:0] HADDR,
    input      [31:0] HRDATA,
    output     [31:0] HWDATA,
    input             HREADY,
    input             HRESP       
);
    wire [ 1:0] sel;       
    wire [ 1:0] sel_r;     
    wire [ 1:0] sel_a;     
    assign sel = valid ? sel_a : 2'b0;
    wire [ 1:0] readyout;  
    wire [31:0] rdata;     
    wire [31:0] rdata0;
    wire [31:0] rdata1;
    sm_ram_outbuf scratchpad_ram
    (
        .clk    ( clk            ),
        .rst_n  ( rst_n          ),
        .a      ( a              ),    
        .we     ( we             ),   
        .wd     ( wd             ),   
        .valid  ( sel        [0] ),
        .ready  ( readyout   [0] ),
        .rd     ( rdata0         )
    );
    sm_ahb_master ahb_master
    (
        .clk      ( clk         ),
        .rst_n    ( rst_n       ),
        .a        ( a           ),        
        .we       ( we          ),       
        .wd       ( wd          ),       
        .valid    ( sel     [1] ),    
        .ready    ( readyout[1] ),    
        .rd       ( rdata1      ),       
        .HCLK     ( HCLK        ),
        .HRESETn  ( HRESETn     ),
        .HWRITE   ( HWRITE      ),
        .HTRANS   ( HTRANS      ),
        .HADDR    ( HADDR       ),
        .HRDATA   ( HRDATA      ),
        .HWDATA   ( HWDATA      ),
        .HREADY   ( HREADY      ),
        .HRESP    ( HRESP       )          
    );
    sm_matrix_decoder decoder ( a, sel_a);
    sm_register_we #(2) r_sel ( clk, rst_n, ready, sel, sel_r );
    sm_response_mux response_mux
    (
        .sel      ( sel_r    ),
        .rdata0   ( rdata0   ),
        .rdata1   ( rdata1   ),
        .readyout ( readyout ),
        .rdata    ( rd       ),
        .ready    ( ready    )
    );
endmodule
module sm_matrix_decoder
(
    input  [ 31:0 ] addr,
    output [  1:0 ] sel
);
    localparam SEL_AHB = 2'b10;
    localparam SEL_SCR = 2'b01;
    assign sel = ( addr [31:29] == 3'b000 ) ? SEL_SCR : SEL_AHB;
endmodule
module sm_response_mux
(
    input      [  1:0 ] sel,
    input      [ 31:0 ] rdata0,
    input      [ 31:0 ] rdata1,
    input      [  1:0 ] readyout,
    output reg [ 31:0 ] rdata,
    output reg          ready
);
    always @ (*)
        casez (sel)
            default : begin rdata = rdata0; ready = readyout[0]; end
            2'b?1   : begin rdata = rdata0; ready = readyout[0]; end
            2'b10   : begin rdata = rdata1; ready = readyout[1]; end           
        endcase
endmodule
module sm_ram
#(
    parameter WIDTH = 6
)
(
    input         clk,
    input  [31:0] a,
    input         we,
    input  [31:0] wd,
    output [31:0] rd
);
    localparam RAM32_WIDTH = WIDTH - 2;
    localparam RAM32_SIZE  = 2**(RAM32_WIDTH);
    wire [WIDTH-1:2] addr = a[WIDTH-1:2];
    reg  [31:0] ram [RAM32_SIZE - 1:0];
    assign rd = ram [addr];
    always @(posedge clk)
        if (we)
            ram[addr] <= wd;
endmodule
module sm_ram_busy
#(
    parameter WIDTH = 6  
)
(
    input             clk,
    input             rst_n,
    input      [31:0] a,         
    input             we,        
    input      [31:0] wd,        
    input             valid,     
    output            ready,     
    output     [31:0] rd         
);
    wire        ibuf_we;
    wire [31:0] ram_a;
    wire [31:0] ram_wd;
    wire        ram_we;
    sm_register_we #(32) r_ram_a  (clk, rst_n, ibuf_we, a,  ram_a );
    sm_register_we #(32) r_ram_wd (clk, rst_n, ibuf_we, wd, ram_wd);
    sm_register_we       r_ram_we (clk, rst_n, ibuf_we, we, ram_we);
    sm_delay #(3) dly 
    (
        .clk   ( clk     ),
        .rst_n ( rst_n   ),
        .valid ( valid   ),
        .ready ( ready   ),
        .start ( ibuf_we )
    );
    wire [31:0] ram_rd;
    sm_ram #(WIDTH) ram
    (
        .clk   ( clk     ),
        .a     ( ram_a   ),
        .we    ( ram_we  ),
        .wd    ( ram_wd  ),
        .rd    ( ram_rd  )
    );
        assign rd = ram_rd;
endmodule
module sm_delay
#(
    parameter DELAY = 2  
)
(
    input       clk,
    input       rst_n,
    input       valid,   
    output      ready,   
    output      start    
);
    localparam EFFECTIVE_DELAY = (DELAY > 255) ? 255 : DELAY;
    wire [7:0] delay;
    wire delay_min = (delay == 0);
    wire delay_max = (delay == EFFECTIVE_DELAY);
    wire [7:0] delay_next = delay_max ? 0 : 
                            delay_min & ~valid ? 0 :
                            delay + 1;
    sm_register_c #(8)  r_delay (clk, rst_n, delay_next, delay);
    assign ready = delay_min;
    assign start = delay_min & valid;
endmodule
module sm_ram_outbuf
#(
    parameter WIDTH = 6  
)
(
    input         clk,
    input         rst_n,
    input  [31:0] a,         
    input         we,        
    input  [31:0] wd,        
    input         valid,     
    output        ready,     
    output [31:0] rd         
);
    wire [31:0] ram_rd;
    sm_ram #(WIDTH) ram
    (
        .clk ( clk    ),
        .a   ( a      ),
        .we  ( we     ),
        .wd  ( wd     ),
        .rd  ( ram_rd )
    );
    assign ready = 1'b1;
    sm_register_we #(32) r_ram_rd (clk, rst_n, valid, ram_rd, rd);
endmodule
module sm_register
#(
    parameter WIDTH = 1
)
(
    input                        clk,
    input      [ WIDTH - 1 : 0 ] d,
    output reg [ WIDTH - 1 : 0 ] q
);
    always @ (posedge clk)
        q <= d;
endmodule
module sm_register_c
#(
    parameter WIDTH = 1
)
(
    input                        clk,
    input                        rst_n,
    input      [ WIDTH - 1 : 0 ] d,
    output reg [ WIDTH - 1 : 0 ] q
);
    localparam RESET = { WIDTH { 1'b0 } };
    always @ (posedge clk or negedge rst_n)
        if(~rst_n)
            q <= RESET;
        else
            q <= d;
endmodule
module sm_register_we
#(
    parameter WIDTH = 1
)
(
    input                        clk,
    input                        rst_n,
    input                        we,
    input      [ WIDTH - 1 : 0 ] d,
    output reg [ WIDTH - 1 : 0 ] q
);
    localparam RESET = { WIDTH { 1'b0 } };
    always @ (posedge clk or negedge rst_n)
        if(~rst_n)
            q <= RESET;
        else
            if(we) q <= d;
endmodule
module sm_register_cs
#(
    parameter WIDTH = 1
)
(
    input                        clk,
    input                        rst_n,
    input                        clr_n,
    input      [ WIDTH - 1 : 0 ] d,
    output     [ WIDTH - 1 : 0 ] q
);
    localparam RESET = { WIDTH { 1'b0 } };
    wire [ WIDTH - 1 : 0 ] dc = ~clr_n ? RESET : d;
    sm_register_c #(WIDTH) r_cs (clk, rst_n, dc, q);
endmodule
module sm_register_wes
#(
    parameter WIDTH = 1
)
(
    input                        clk,
    input                        rst_n,
    input                        clr_n,
    input                        we,
    input      [ WIDTH - 1 : 0 ] d,
    output     [ WIDTH - 1 : 0 ] q
);
    localparam RESET = { WIDTH { 1'b0 } };
    wire [ WIDTH - 1 : 0 ] dc = ~clr_n ? RESET : d;
    sm_register_we #(WIDTH) r_cs (clk, rst_n, we, dc, q);
endmodule
$ cat flow/run.sh
#!/bin/bash
# OpenROAD 26Q1-2900-gdf79404cd8, Yosys 0.63+post, stock flow scripts
make -C /OpenROAD-flow-scripts/flow DESIGN_CONFIG=/design/flow/config.mk WORK_HOME=/design/flow/orfs finish
$ cat flow/config.mk
export PLATFORM = sky130hd
export DESIGN_NAME = sm_matrix
export DESIGN_NICKNAME = sm_matrix
export VERILOG_FILES = /design/flow/design.v
export SDC_FILE = /design/flow/constraint.sdc
export NUM_CORES = 4
export LEC_CHECK = 1
export CORE_UTILIZATION = 40
$ cat flow/constraint.sdc
current_design sm_matrix

set clk_period 5.7
set clk_io_pct 0.2

create_clock -name clk0 -period $clk_period [get_ports {clk}]

set non_clock_inputs [all_inputs -no_clocks]
set_input_delay [expr $clk_period * $clk_io_pct] -clock clk0 $non_clock_inputs
set_output_delay [expr $clk_period * $clk_io_pct] -clock clk0 [all_outputs]
==> impl_metrics.toml <==
# implementation run metrics
[clocking]
cts_resized = 0
postCtsSetupBuffers = 0
cts_tree = "yes"
path_clk_slew_ps = 60
clock_latency_ps = 730
hold_buffers = 0

[power]
p_per_area_nw_per_um2 = 354
comb_power_share = 0.073
switching_power_uw = 2030
worst_ir_drop_vdd_mv = 0.257
seqPwrFrac = 0.510
intPower_uw = 7500
switching_share = 0.213
power.share.clock = 0.417
power.leakage_uw = 0.00920

[sta]
relSlewSlack = 0.363
finalSetupViolCount = 0
final_max_slew_viol_count = 0
hold_viol = 0
fin_worst_skew_ps = 23.5
rsz0062_at_grt = "false"
setup_tns_ps = 0
tightest_slew_ps = 955

[grt]
antenna_found_initial = 1
grt_pass1_wl_mm = 76.6
grt_max_degree = 62
grt_usage = 0.200
gr-total-overflow = 0
grt_pass1_vias = 12442

[route]
route.detailed.drc = 0
ant_nets = 0
first_pass_iters = 4
drt-initial-drc-count = 597
vias_per_cell = 5.31
wl_mm = 51.6
via_count = 11479
antenna-diode-count = 0
avgRoutedWirePerCell_um = 23.9

[die]
coreArea_um2 = 56300
die_w_um = 240
initial_core_util = 0.404
die_y_um = 240
io_pins = 204
die_area_um2 = 57800
num_rows = 87

[final_layout]
final_cell_mix = "512 x edfxtp_1, 172 x mux2i_1, 148 x clkdlybuf4s50_1"
syn2layout_area_growth_pct = 18.4
utilization = 0.478
drive_above_1_share = 0.199
layout.cells.most_common = "edfxtp_1"

[logic_synthesis]
ys_ff = 578
ys_chip_area_um2 = 22700
postSynthCellCount = 1210
edf_count = 512
ys_warn_count = 5
yosys_most_used_dff = "edfxtp_1"
synth.distinct_cells = 32
syn_area_per_cell_um2 = 18.8
synthArstFlopShare = 0.114
ys_seq_share = 0.749
ys_cells = 1210
syn-cell-area_um2 = 22700

[min_path]
hold_class = "in2async"

[placed_design]
portBuffers = 152
routabilityCongestion = 0.825
place_hpwl_mm = 30.4

[worst_setup_path]
reg2reg_depth = 3
critPathRequiredTime_ps = 4560
reg2reg_to = "scratchpad_ram.r_ram_rd.q[29]"
r2r_setup_slack_ps = 4230
crit_path_max_fanout = 2
startpoint_type = "clock port"
critPathCaptureType = "output port"
crit_arrival_ps = 3480
crit_type = "clk2out"
rr_startpoint = "scratchpad_ram.ram.ram[12][29]"

[flow_run]
drv_cap = 0
warnings = 26

[outcome]
status = "finished clean"
through the flow:
| stage | hold WS [ps] | power, µW | area (µm²) | instances | setup slack (ps) |
|---|---|---|---|---|---|
| floorplan | 452 | 5280 | 22700 | 1210 | 1120 |
| global placement | 466 | 5660 | 24900 | 2047 | 1340 |
| detailed placement | 475 | 5670 | 24900 | 2047 | 1340 |
| CTS | 377 | 9630 | 26900 | 2161 | 1060 |
| global route | 408 | 9860 | 26900 | 2161 | 1060 |
| finish | 377 | 9530 | 26900 | 2161 | 1080 |
per-layer routing:
| layer | GRT usage | vias to the layer above | wire length (µm) |
|---|---|---|---|
| met3 | 0.122 | 70 | 6800 |
| met1 | 0.264 | 5727 | 19200 |
| li1 | - | 5102 | - |
| met5 | 0 | - | 0 |
| met4 | 0.0382 | 0 | 1110 |
| met2 | 0.300 | 580 | 24400 |
worst max-delay path: stages:
cell and delay (ps):
clkbuf_16 120, clkbuf_16 130, clkdlybuf4s50_1 390
power groups by stage:
stage	registers, µW	logic [µW]	clock network, µW
4_1_cts	4870	713	4050
5_1_grt	4880	770	4200
6_report	4860	697	3970
layout make-up:
cell class / count / area [µm²]
Inverter: 2 / 7.51
Multi-Input combinational cell: 524 / 5110
Timing Repair Buffer: 186 / 1780
Clock inverter: 37 / 365
Tap cell: 756 / 946
Clock buffer: 78 / 1690
Fill cell: 4637 / 29400
Sequential cell: 578 / 17000
registers in the layout, indices dropped and copies added (netlist names):
signal and flops:
ahb_master.r_hwdata.q 32, ahb_master.r_memWait.q 1, r_sel.q 1, scratchpad_ram.r_ram_rd.q 32
scratchpad_ram.ram.ram 512
worst max-delay path by stage:
stage / startpoint / endpoint / slack [ps]
4_1_cts: clk / HCLK / 1060
6_report: clk / HCLK / 1080
5_1_grt: clk / HCLK / 1060
kinds of logic (layout without fill, tap and decap cells):
group                  count (synthesis)  in the layout  share of synthesized area
AOI/OAI and AO/OA                    132            132                     0.0421
buffers and inverters                108            303                     0.0316
DFF                                  578            578                      0.749
muxes                                286            286                      0.156
other                                  1              1                   0.000165
and+or+nand+nor                      105            105                     0.0211
cells in the mapped netlist (all sizes together), types with 21 or more instances:
cell type  instances  area, µm²
mux2              65        732
o211ai            21        158
mux4              49       1100
buf               89        641
nor3              24        120
nand2             30        113
dfrtp             66       1650
a22oi             41        308
edfxtp           512      15400
mux2i            172       1720
o22ai             38        250
nor2              33        124
No activity file was given, so power comes from the tool's default toggle rates.
